==> flow/design.v <==
module mux(s, y, d0, d1, d2, d3, d4, d5, d6, d7);
  parameter num_of_ways = 4, length = 32, siglen = 1;
  input [siglen-1:0]s;
  input [length:1]d0;
  input [length:1]d1;
  input [length:1]d2;
  input [length:1]d3;
  input [length:1]d4;
  input [length:1]d5;
  input [length:1]d6;
  input [length:1]d7;
  output reg [length:1]y;
  always@(s or d0 or d2 or d3 or d1 or d4 or d5 or d6 or d7)
  begin
    case (s)
      0:
        y <= d0;
      1:
        y <= d1;
      2:
        y <= d2;
      3:
        y <= d3;
      4:
        y <= d4;
      5:
        y <= d5;
      6:
        y <= d6;
      7:
        y <= d7;
    endcase
  end
endmodule
==> flow/run.sh <==
#!/bin/bash
# OpenROAD 26Q1-2900-gdf79404cd8, Yosys 0.63+post, stock flow scripts
make -C /OpenROAD-flow-scripts/flow DESIGN_CONFIG=/design/flow/config.mk WORK_HOME=/design/flow/orfs finish
==> flow/config.mk <==
export PLATFORM = sky130hd
export DESIGN_NAME = mux
export DESIGN_NICKNAME = mux
export VERILOG_FILES = /design/flow/design.v
export SDC_FILE = /design/flow/constraint.sdc
export NUM_CORES = 4
export LEC_CHECK = 1
export CORE_AREA = 10 10 119 119
export DIE_AREA = 0 0 129 129
==> flow/constraint.sdc <==
current_design mux

set clk_period 1.0
set clk_io_pct 0.2

create_clock -name clk0 -period $clk_period

set non_clock_inputs [all_inputs -no_clocks]
set_input_delay [expr $clk_period * $clk_io_pct] -clock clk0 $non_clock_inputs
set_output_delay [expr $clk_period * $clk_io_pct] -clock clk0 [all_outputs]
==> ci_impl_report.md <==
## PnR job results

| Metric | Value |
|---|---|
| Critical Path RT | 800 ps |
| Final Max-Slew Violation Tally | 0 |
| Flip-flops | 0 |
| Routed Antenna Nets | 0 |
| Final Hold Viols | 0 |
| Post-Synthesis Cells | 36 |
| Clkbuf count | 0 |
| Core area | 11500 µm² |
| Number of synthesis warnings | 1 |
| Sequential area share after synthesis | 0% |
| Setup violators final | 32 |
| Crit. End Element | output port |
| Main area contributors | mux2_4 (83%), buf_12 (11%), mux2_2 (4.1%) |
| Pin count of the biggest net entering global routing | 9 |
| Initial Util | 4.73% |
| Leakage | approximately 0.86 nW |
| Failing checks | setup timing |
| Post-layout minimum cycle time | 1190 ps |
| Num rows | 39 |
| Share of layout cells above drive strength 1 | 53.6% |
| P per Cell Area | 403 nW/µm² |
| Routed length per instance | 15.0 µm |
| Drc violations | 0 |
| Antenna fix cells | 0 |
| Post-Route WL | between 4000 and 5000 µm |
| Gr usage total | 4.69% |
| I/O pins | 289 |
| Rel. slew slack | 93.7% |
| YS chip area | roughly 540 µm² |
| Maxcap violations | 0 |
| Synth cell types | 4 |
| Hold Crit Start | d0[6] |
| Number of global-route vias before repair | about 840 |
| Hold WC Path Type | primary input to output port |
| RSZ-0062 raised after global routing | yes |
| Top cells by count | mux2_4 (30), buf_12 (3), mux2_2 (2), buf_6 (1) |
| Tightest Pin Transition | around 95 ps |
| DIE WIDTH | 129 µm |
| Setup CP Type | primary input to output port |
| First-pass GRT wire length | around 5600 µm |
| Switching part of the total | 27.2% |
| CTS Hold Buffers Added | 0 |
| CP arrival | 990 ps |
| DP Area | between 1500 and 2000 µm² |
| PnR Total Power | 0.695 mW |
| Via-to-Cell Ratio | 2.58 |
| Startpoint types | primary input |
| Port bufs | 97 |
| Part of the power in combinational logic | around 100% |
| Top cell area share | 82.8% |
| DP HPWL | 3740 µm |
| Log Warnings | 226 |
| Synth area leader | mux2_4 |
| Peak Freq | 839 MHz |
| Die height | 129 µm |
| Syn Area/Cell | 15.1 µm² |
| Netlist Area Pre-Place | approximately 540 µm² |
| Initial antenna violation count | 0 |
| Routability cong. | around 0.7 |
| Drt pass-1 iters | 2 |
| Design Area, Final | 1720 µm² |
| Gate Area | 477 µm² |
| Vias post-DR | 724 |
| Overflow after GRT | 0 |
| Layout fillers | 1334 |
| Most frequent cell after synthesis | mux2_4 |
| Setup ws final | -191 ps |
| CP startpoint | s[0] |
| Yosys Instances | 36 |
| Die Size | 16600 µm² |
| Psw | between 0.15 and 0.2 mW |
| Sequential Area | 0 µm² |
| Peak VDD IR | 0.000147 V |
| DRT iter0 DRCs | 2 |
| Layout area overhead | 217% |
| Fin crit share | 119% |
| Sequential power share | 0% |
| Internal | around 0.51 mW |
| Outcome | complete, but fails checks |
| CP max FO | 6 |
| Clock power frac | 0% |
## power by group through the flow
| stage | Clock (mW) | Sequential [mW] | Combinational [mW] |
|---|---|---|---|
| CTS | 0 | 0 | 0.718 |
| global route | 0 | 0 | 0.754 |
| finish | 0 | 0 | 0.695 |
## metrics by stage
step	util [%]	instances	setup TNS [ps]	hold slack, ps	worst slack [ps]
final	15.0	281	-3320	700	-191
after CTS	15.0	281	-3630	802	-206
after global routing	15.0	281	-3940	741	-214
after floorplan	-	36	0	498	66.9
after global placement	14.5	276	-17710	1320	-607
after detailed placement	14.5	276	-17450	1310	-596
## placed cells by master, fill, tap and decap left out
cell	synthesis	final
buf_12	3	4
buf_16	0	2
buf_2	0	7
buf_4	0	1
buf_6	1	28
clkdlybuf4s50_1	0	9
dlygate4sd2_1	0	54
dlymetal6s2s_1	0	1
mux2_2	2	1
mux2_4	30	31
## repair_timing
action | CTS | global route
buffers inserted | 3 | 0
pin swaps | 0 | 0
resized | 210 | 1
gates cloned | 2 | 0
setup endpoints to repair | 32 | 32
## metal layers
layer	track usage (%)	up-vias	part of all wire [%]
li1	-	343	-
met1	5.01	320	37
met2	6.40	61	39
met3	5.38	0	24
met4	0	0	0
met5	0	-	0
## final timing paths
| check | depth (start not counted) | slack (ps) | to |
|---|---|---|---|
| hold / removal | 3 | 700 | y[6] |
| setup / recovery | 5 | -190 | y[15] |
## layout make-up
class,instances,area share [%]
repair buffers,106,62.0
well taps,143,10.4
multi-input cells,32,27.6
## kinds of logic (layout without fill, tap and decap cells)
kind of cell,Yosys count,in the layout,synth area share [%]
multiplexers,32,32,86.9
buffers and inverters,4,106,13.1
## worst max-delay path, stage by stage
cell	delay, ps
buf_12	130
buf_16	140
buf_6	110
mux2_4	290
buf_6	120
Power figures rest on the tool's default switching activity, not on a simulated workload.
