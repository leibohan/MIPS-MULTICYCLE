[config.mk]
export PLATFORM = sky130hd
export DESIGN_NAME = Alu
export DESIGN_NICKNAME = Alu
export VERILOG_FILES = /design/flow/design.v
export SDC_FILE = /design/flow/constraint.sdc
export NUM_CORES = 4
export LEC_CHECK = 1
export CORE_UTILIZATION = 40
[constraint.sdc]
current_design Alu

set clk_period 15.6
set clk_io_pct 0.2

create_clock -name clk0 -period $clk_period

set non_clock_inputs [all_inputs -no_clocks]
set_input_delay [expr $clk_period * $clk_io_pct] -clock clk0 $non_clock_inputs
set_output_delay [expr $clk_period * $clk_io_pct] -clock clk0 [all_outputs]
[design.v]
module Alu(rlt,Zero,A,B,ALUOP,Over);
	input  [31:0] 		A;		 
	input  [31:0]		B;		 
	input  [3:0]		ALUOP;		 
	output reg[31:0]		rlt;		 
	output reg Zero;			 
	output reg Over;
	reg[6:0] i;
	initial								 
	begin
		Zero = 0;
		Over = 0;
		rlt = 0;
	end	
	always@(A or B or ALUOP)
	begin
		case (ALUOP)
		  4'b0: rlt = A + B;
		  4'd1,4'd3: rlt = A - B;
		  4'd2: rlt = B - A;
		  4'd5: rlt = A & B;
		  4'd4: rlt = A | B;
		  4'd6: rlt = ~(A | B);
		  4'd7: rlt = A ^ B;
		  4'd8: rlt = B << A[4:0];
		  4'ha: rlt = B >> A[4:0];
		  4'hb: rlt = B >> A[4:0] | {32{B[31]}} << (32-A[4:0]);
		  4'he: rlt = (A<B || A[31] == 1 && B[31] == 0) ? 32'b1:32'b0;
		  4'hf: rlt = A < B?32'b1:32'b0;
		  default: rlt = 0;
		endcase
		case (ALUOP)
		  4'd3: Over = A<B;
		  4'd1: Over = A<B || A[31] == 1 && B[31] == 0;
		  4'd2: Over = A>B || A[31] == 0 && B[31] == 1;
		  default: Over = 0;
		endcase
	end
endmodule
[run.sh]
#!/bin/bash
# OpenROAD 26Q1-2900-gdf79404cd8, Yosys 0.63+post, stock flow scripts
make -C /OpenROAD-flow-scripts/flow DESIGN_CONFIG=/design/flow/config.mk WORK_HOME=/design/flow/orfs finish
==> impl_results.rst <==
Run summary
-----------

.. list-table::
   :header-rows: 1

   * - Metric
     - Value
   * - Status
     - finished, final reports clean
   * - Weighted congestion at the end of routability-driven global placement
     - 1.06
   * - Number of maximum-capacitance constraint violations
     - 0
   * - Standard cell with the maximum stage delay on the critical path
     - sky130_fd_sc_hd__inv_1
   * - Floorplan core density
     - 41.0%
   * - Share of the cycle needed by the critical path after routing
     - 77.0%
   * - Gr usage total
     - 36.9%
   * - Synth-to-layout area growth
     - 11.2%
   * - Top-area cell share
     - 15.0%
   * - Standard-cell rows
     - 59
   * - Post-route insts no fill
     - 1905
   * - Synth logic family
     - AND-OR/OR-AND gates
   * - Core region area
     - 0.0263 mm2
   * - Post-synth area from yosys stat
     - 0.0108 mm2
   * - Warning total across the stage logs
     - 98
   * - Aggregate routed wire length
     - 50700 um
   * - Power Dens Cells
     - 40.2 mW/mm2
   * - Worst min-delay path category
     - in2out
   * - Shortest clock period the worst path allows after layout
     - 12010 ps
   * - Reg area
     - 0 um2
   * - Pin count of the biggest net entering global routing
     - 67
   * - Vertical die size
     - 166 um
   * - Worst Setup Path Type
     - in2out
   * - Final tally of setup violations
     - 0
   * - VDD IR max
     - 18.7 uV
   * - Transition at the pin with the smallest max-transition slack
     - 1030 ps
   * - Wire length of the first global-routing pass
     - 75300 um
   * - Setup repair after global routing missed its margin
     - no
   * - Number of I/O pins
     - 102
   * - Element type at the critical path end
     - output port
   * - HPWL Detailed
     - 40800 um
   * - Aoi share
     - 30.6%
   * - DRC violations left
     - 0
   * - Yosys Warn Count
     - 1
   * - Simple Share, Synth
     - 22.4%
   * - Flops
     - 0
   * - Die footprint
     - 0.0276 mm2
   * - Register area share after synthesis
     - 0%
   * - Fraction of final layout cells with drive strength greater than 1
     - 7.77%
   * - Share of synthesized cell area in full adder, half adder and majority cells
     - 15.3%
   * - Number of DRC markers in iteration 0
     - 1379
   * - Dpl cells
     - 1905
   * - GRT Residual Overflow
     - 0
   * - Post-CTS Repair Setup Buffers
     - 0
   * - Number of cells in the yosys synthesis report
     - 1537
   * - Wire length per cell
     - 26.6 um
   * - Unique masters post-synth
     - 93
   * - Top achievable clock speed
     - 0.0833 GHz
   * - Die boundary width
     - 166 um
   * - Most used standard cells in the synthesized netlist
     - sky130_fd_sc_hd__nor2_1, sky130_fd_sc_hd__a21oi_1, sky130_fd_sc_hd__ha_1, sky130_fd_sc_hd__inv_1
   * - Clock buffers
     - 0
   * - Count of antenna-violating nets left after detailed routing
     - 0
   * - Number of vias per cell
     - 6.55
   * - XORs/XNORs by Area
     - 6.58%
   * - Ranking of synthesized cells by area
     - sky130_fd_sc_hd__ha_1, sky130_fd_sc_hd__mux4_2, sky130_fd_sc_hd__a21oi_1
   * - Number of cells upsized or downsized after cts
     - 0
   * - Count of inserted antenna diode cells
     - 0
   * - Fin. Hold Viols
     - 0
   * - Cell type with the largest total area after synthesis
     - sky130_fd_sc_hd__ha_1
   * - Setup TNS
     - 0 ps
   * - Startpoint types
     - input port
   * - Worst path max stage delay
     - 520 ps
   * - Post-synthesis average cell area
     - 7.01 um2
   * - Max transition margin
     - 30.4%
   * - Top-count cell post-synth
     - sky130_fd_sc_hd__nor2_1
   * - Final Max Slew Viols
     - 0
   * - Maximum net fanout on the critical path
     - 27
   * - Initial antenna violation count
     - 3
   * - Number of vias in the routed layout
     - 12500
   * - Number of hold buffers added after CTS
     - 0
   * - Synthesized instance count
     - 1537
   * - Port buffer count
     - 101
   * - Cells along the critical path
     - buf_2, inv_1, ha_1, or3b_1, nor2_1, a31oi_1, nor2_1, o21ai_1, xnor2_1, ha_1, nand2_1, o21ai_0, o21ai_0, a22o_1, nor4_1, o221ai_1, clkdlybuf4s50_1
   * - Fraction of synthesized area in multiplexers
     - 16.4%
   * - Worst path required time
     - 12480 ps
   * - Arrival @ worst endpoint
     - 8890 ps
   * - Number of detailed-route iterations in the first pass
     - 19
   * - Leakage power figure
     - 0.00495 uW
   * - Vias in the first global route
     - 11500
   * - Post-synthesis instance area
     - 0.0108 mm2
==> cell type report <==
| type | count | area (um2) |
|---|---|---|
| well taps | 335 | 419 |
| fillers | 2794 | 14300 |
| inverters | 117 | 439 |
| multi-input cells | 1315 | 9860 |
| repair buffers | 138 | 1260 |
==> stage by stage <==
stage               hold slack, ps  cell area (um2)  setup slack [ps]  power [uW]  util (%)
floorplan                     6530            10800              5340         292         -
global placement              7360            12000              3690         473      45.6
detailed placement            7340            12000              3720         469      45.6
CTS                           7350            12000              3680         472      45.6
global route                  7410            12000              3240         517      45.6
finish                        7380            12000              3590         482      45.6
==> power breakdown <==
group          switching, uW  leakage [uW]  internal [uW]
clock network              0             0              0
logic                    292       0.00495            190
registers                  0             0              0
total                    292       0.00495            190
==> worst max-delay path: cells and delay by family <==
family	cells	cell delay [ps]
AND-OR/OR-AND	6	1820
XOR/XNOR	1	180
AND/OR/NAND/NOR	5	1680
adder cells (fa/ha/maj)	2	780
buffers and inverters	3	1280
==> routing by layer <==
metal	vias up	part of all wire [%]	routed length (um)	global-route usage [%]
li1	5789	-	-	-
met1	5991	45	22900	55.9
met2	605	43	21600	54.4
met3	94	9.0	4560	5.56
met4	4	3.3	1660	10.6
met5	-	0.053	27	0
==> layout by cell type, fill, tap and decap left out, drive strengths merged, types with 6 or more instances in the layout <==
| master | n |
|---|---|
| a2111oi | 10 |
| a211oi | 13 |
| a21boi | 9 |
| a21o | 25 |
| a21oi | 158 |
| a221oi | 21 |
| a31oi | 20 |
| and3 | 12 |
| buf | 43 |
| clkdlybuf4s50 | 95 |
| ha | 129 |
| inv | 116 |
| mux2i | 46 |
| mux4 | 54 |
| nand2 | 87 |
| nand2b | 45 |
| nand3 | 46 |
| nand3b | 6 |
| nand4 | 11 |
| nor2 | 165 |
| nor2b | 30 |
| nor3 | 43 |
| nor4 | 18 |
| o211ai | 15 |
| o21a | 7 |
| o21ai | 94 |
| o21bai | 18 |
| o221ai | 15 |
| o22ai | 28 |
| o31a | 6 |
| o31ai | 13 |
| or3 | 6 |
| xnor2 | 65 |
| xor2 | 16 |
==> final timing paths <==
path / end / slack [ps] / start / depth (start not counted)
setup / recovery: rlt[24] / 3590 / A[1] / 17
hold / removal: rlt[30] / 7380 / A[4] / 7
==> cell families after synthesis <==
| kind of cell | after synthesis |
|---|---|
| AOI/OAI and AO/OA | 505 |
| other | 1 |
| and+or+nand+nor | 492 |
| adders and majority gates | 131 |
| muxes | 105 |
| buffers and inverters | 222 |
| xor gates and xnor gates | 81 |
Power figures rest on the tool's default switching activity, not on a simulated workload.
