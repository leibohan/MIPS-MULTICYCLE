`config.mk`:
```
export PLATFORM = sky130hd
export DESIGN_NAME = im_4k
export DESIGN_NICKNAME = im_4k
export VERILOG_FILES = /design/flow/design.v
export SDC_FILE = /design/flow/constraint.sdc
export NUM_CORES = 4
export LEC_CHECK = 1
export CORE_UTILIZATION = 40
export SYNTH_MEMORY_MAX_BITS = 65536
```
`constraint.sdc`:
```
current_design im_4k

set clk_period 3.0
set clk_io_pct 0.2

create_clock -name clk0 -period $clk_period

set non_clock_inputs [all_inputs -no_clocks]
set_input_delay [expr $clk_period * $clk_io_pct] -clock clk0 $non_clock_inputs
set_output_delay [expr $clk_period * $clk_io_pct] -clock clk0 [all_outputs]
```
`design.v`:
```
module im_4k( addr, dout ) ;
    input   [11:2]  addr ;   
    output  [31:0]  dout ;   
	  reg[31:0] OPCode;
	  reg[31:0]  IMem[1023:0];
	initial
	begin
	  IMem[0] = 32'h34021234;
	  IMem[1] = 32'h3c039876;
	  IMem[2] = 32'h20443456;
	  IMem[3] = 32'h2465fc00;
	  IMem[4] = 32'h3846abcd;
	  IMem[5] = 32'h2c850034;
	  IMem[6] = 32'h2c45ffff;
	  IMem[7] = 32'h30c77654;
	  IMem[8] = 32'h28681234;
	  IMem[9] = 32'h00624023;
	  IMem[10] = 32'h01034826;
	  IMem[11] = 32'h01285021;
	  IMem[12] = 32'h01425020;
	  IMem[13] = 32'h01435822;
	  IMem[14] = 32'h016a6027;
	  IMem[15] = 32'h016a6825;
	  IMem[16] = 32'h016a7024;
	  IMem[17] = 32'h01ac982a;
	  IMem[18] = 32'h01aca02b;
	  IMem[19] = 32'h000840c0;
	  IMem[20] = 32'h00084c02;
	  IMem[21] = 32'h00085743;
	  IMem[22] = 32'h240b3410;
	  IMem[23] = 32'h01686004;
	  IMem[24] = 32'h01686806;
	  IMem[25] = 32'h01687007;
	  IMem[26] = 32'h00432021;
	  IMem[27] = 32'h201d0000;
	  IMem[28] = 32'hafa40000;
	  IMem[29] = 32'hafa40004;
	  IMem[30] = 32'hafa40008;
	  IMem[31] = 32'ha7a80004;
	  IMem[32] = 32'ha7a9000a;
	  IMem[33] = 32'ha3aa0007;
	  IMem[34] = 32'ha3a80009;
	  IMem[35] = 32'ha3a90008;
	  IMem[36] = 32'h8fa80000;
	  IMem[37] = 32'hafa8000c;
	  IMem[38] = 32'h87a90002;
	  IMem[39] = 32'hafa90010;
	  IMem[40] = 32'h97a90002;
	  IMem[41] = 32'hafa90014;
	  IMem[42] = 32'h83aa0003;
	  IMem[43] = 32'hafaa0018;
	  IMem[44] = 32'h93aa0003;
	  IMem[45] = 32'hafaa001c;
	  IMem[46] = 32'h93aa0001;
	  IMem[47] = 32'hafaa0020;
	  IMem[48] = 32'h201d0040;
	  IMem[49] = 32'hafa00000;
	  IMem[50] = 32'h00081024;
	  IMem[51] = 32'h15090001;
	  IMem[52] = 32'h24420001;
	  IMem[53] = 32'h1d000001;
	  IMem[54] = 32'h24420001;
	  IMem[55] = 32'h19000001;
	  IMem[56] = 32'h24420001;
	  IMem[57] = 32'h05200001;
	  IMem[58] = 32'h24420001;
	  IMem[59] = 32'h05010001;
	  IMem[60] = 32'h24420001;
	  IMem[61] = 32'h112a0001;
	  IMem[62] = 32'h24420001;
	  IMem[63] = 32'hafa20000;
	  IMem[64] = 32'h201d0040;
	  IMem[65] = 32'h8fa20000;
	  IMem[66] = 32'h08000c44;
	  IMem[67] = 32'h00481021;
	  IMem[68] = 32'h24420001;
	  IMem[69] = 32'h0c000c48;
	  IMem[70] = 32'h00a22821;
	  IMem[71] = 32'h08000c47;
	  IMem[72] = 32'h201d0000;
	  IMem[73] = 32'hafbf0028;
	  IMem[74] = 32'h34425500;
	  IMem[75] = 32'h20093148;
	  IMem[76] = 32'h0120f809;
	  IMem[77] = 32'h201d0040;
	  IMem[78] = 32'hafa20000;
	  IMem[79] = 32'h201d0000;
	  IMem[80] = 32'h8fbf0028;
	  IMem[81] = 32'h03e00008;
	  IMem[82] = 32'h201d0000;
	  IMem[83] = 32'hafbf002c;
	  IMem[84] = 32'h34420050;
	  IMem[85] = 32'h03e00008;
	 end
	always@(addr)
	begin
		OPCode = IMem[addr[11:2]];
	end
	assign dout = OPCode;
endmodule
```
`run.sh`:
```
#!/bin/bash
# OpenROAD 26Q1-2900-gdf79404cd8, Yosys 0.63+post, stock flow scripts
make -C /OpenROAD-flow-scripts/flow DESIGN_CONFIG=/design/flow/config.mk WORK_HOME=/design/flow/orfs finish
```
==> results_slide.txt <==
Key Metrics from the Run

Drt
  • First-pass DRT Iterations: 5
  • Post-route ant nets: 0
  • M1 WL: 5560 um
  • Antenna cell count: 0
  • Routed wire length: roughly 13000 um
  • Vias: just under 4000
  • 1st-iter DRT viols: between 400 and 500
  • Routed met2 length: around 5400 um
  • Vias per cell: 6.20
  • Residual DRC: 0
  • Top sig layer: met4
  • Routed wire per std cell: a little over 20 um
  • Routed length on met3: around 1200 um

GRT
  • Gr ovfl total: 0
  • Largest net degree at the start of global routing: 30
  • Vias in the first global route: 3540
  • Initial antenna violation count: 0
  • First-pass GRT wire length: a little under 20000 um
  • All-Layer GR Usage: 0.413

Synth
  • Post-synthesis sequential area ratio: 0
  • Post-synth cell types: approximately 61
  • Yosys cell count: around 420
  • Synth Cell Area: 0.00247 sq mm
  • Top cells, area: a21oi_1 9.3%, o21ai_0 8.1%, nand2_1 7.7%, buf_2 6.1%, ha_1 5.6%
  • Cell type with the largest total area: a21oi_1
  • Synth Area per Inst: 5.92 sq um
  • Yosys warnings: 1
  • Synth Instances: ~420
  • Dominant cell area share: 0.0930
  • YS chip area: between 0.002 and 0.0025 sq mm

Timing
  • Min Tclk post-route: about 3000 ps
  • PnR worst setup slack: ~26 ps
  • Post-Route Hold Slack: approximately 1900 ps
  • F_max: between 0.3 and 0.4 GHz
  • Fin crit share: 0.991
  • Final Setup Violations: 0
  • Final hold vios: 0
  • Fin. max-slew vios: 0
  • RSZ-0062 raised after global routing: true

Critical path
  • Critical path arrival: roughly 2400 ps
  • Critical Path Fanout Max: 16
  • CP endpoint kind: primary output
  • Worst Setup Path Type: input pin to primary output
  • Worst endpoint required time: about 2400 ps
  • Critical Path Start Type: input pin

Job
  • Stage-log warning count: about 45
  • Max Cap Viol: 0

Outcome
  • Outcome: finished clean

Final layout
  • Share of cells above drive strength 1: 0.410
  • Flop count: 0
  • Top cells excl fill/tap: 136 x buf_4, 49 x nand2_1, 40 x a21oi_1, 28 x clkdlybuf4s50_1
  • Finished Core Util: 0.721
  • Most frequent logic cell in the layout: buf_4
  • Final instance count without filler cells: 633
  • Fillers: about 480
  • Sequential cell area: 0 sq um
  • Area growth from synthesis to layout: 73.5%
  • Clock buf count: 0

Placement
  • Placed cells: 630
  • Routability cong.: 1.01
  • DPL Wire Length: 9970 um
  • I/O Buffers: 38
  • Setup WS pre-CTS: -641 ps

Power and ir drop
  • PwrDens: 163 mW/mm^2
  • Max VDD drop: about 0.12 mV
  • Lkg Pwr: 1.80 nW
  • Design Power: 0.699 mW

Die
  • Die height: just over 80 um
  • Rows: 28
  • IO Pins: 42
  • Die X: 80.7 um
  • Core Box Area: 0.00596 sq mm
  • Starting density of the core: 0.416
  • DIE AREA: about 0.0065 sq mm

Clocking
  • Hold Buf Count CTS: 0

Hold path
  • Hold Crit Class: input pin to primary output
report_power, final:
part	internal (mW)	total, mW	switching (mW)
combinational	0.353	0.699	0.347
sequential	0	0	0
clock	0	0	0
total	0.353	0.699	0.347
cell type report:
type               instances  area [sq um]  area share
repair buffers           190          1630       0.379
inverters                  9          43.8      0.0102
multi-input cells        359          2530       0.589
well taps                 75          93.8      0.0219
kinds of logic after synthesis:
family / share of synthesized area
adders and majority gates: 0.0556
other: 0.00152
AOI/OAI and AO/OA: 0.498
buffers and inverters: 0.115
muxes: 0.0268
and+or+nand+nor: 0.303
cell usage after synthesis, drive strengths merged, types with 6 or more instances:
master   n
ha      11
a21oi   47
a311oi   6
a31oi   11
nor2    33
a211oi   9
and2     7
o211ai   7
nor3    13
nand3   12
nand2   51
a211o    7
clkbuf  14
o21ai   40
o22ai    6
nand2b  13
nor2b   19
inv      9
buf     36
worst paths after layout:
kind                  cells past startpoint        to  slack, ps  startpoint
worst max-delay path                      8  dout[20]         30     addr[4]
worst min-delay path                      5   dout[3]       1890     addr[6]
repair_timing:
item | 4_1_cts | 5_1_grt
setup endpoints to repair | 31 | 25
resized | 69 | 66
setup buffers | 2 | 1
pin swaps | 8 | 13
endpoints found under the hold margin | 0 | 0
routing by layer:
metal  vias to the layer above  track usage
met4                         0        0.191
li1                       1860            -
met3                        46       0.0669
met5                         -            0
met2                       245        0.608
met1                      1776        0.582
worst max-delay path: stages:
cell and delay, ps:
buf_4 190, inv_2 110, buf_4 150, buf_4 190
nand2_1 90, or4_1 400, a21oi_1 160, clkdlybuf4s50_1 470
through the flow:
stage               instance area (sq um)  TNS, ps
floorplan                            2470        0
global placement                     3840   -15430
detailed placement                   3840   -15740
CTS                                  4040        0
global route                         4290    -74.0
finish                               4290        0
Power figures rest on the tool's default switching activity, not on a simulated workload.
